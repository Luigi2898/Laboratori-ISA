--- ./design.v ---
interface dut_if(input clk, rst);
    logic [31:0] A, B;
    logic [31:0] data;
    logic valid, ready;
    modport port_in (input clk, rst, A, B, valid, output ready);
    modport port_out (input clk, rst, output valid, data, ready);
endinterface
module mult(   input logic [31:0] A, B, 
                output logic [31:0] OUT );
    assign OUT = A * B;
endmodule: mult
--- ./config.mk ---
export PLATFORM = sky130hd
export DESIGN_NAME = mult
export DESIGN_NICKNAME = mult
export VERILOG_FILES = /design/flow/design.v
export SDC_FILE = /design/flow/constraint.sdc
export NUM_CORES = 4
export LEC_CHECK = 1
export CORE_UTILIZATION = 40
export SYNTH_HDL_FRONTEND = slang
--- ./run.sh ---
#!/bin/bash
# OpenROAD 26Q1-2900-gdf79404cd8, Yosys 0.63+post, stock flow scripts
make -C /OpenROAD-flow-scripts/flow DESIGN_CONFIG=/design/flow/config.mk WORK_HOME=/design/flow/orfs finish
--- ./constraint.sdc ---
current_design mult

set clk_period 23.0
set clk_io_pct 0.2

create_clock -name clk0 -period $clk_period

set non_clock_inputs [all_inputs -no_clocks]
set_input_delay [expr $clk_period * $clk_io_pct] -clock clk0 $non_clock_inputs
set_output_delay [expr $clk_period * $clk_io_pct] -clock clk0 [all_outputs]
==> metrics.yaml <==
ys_seq_share_pct: 0
wirelength_um: 38900
antenna_cells: 0
die_y_um: 201
lay_top_cells: "fa_1, and2_1, inv_1"
critPathBufInv: 7
cpPeakStageDelay_ns: 0.89
viasPerCell: 4.79
synth_area_per_cell_sq_um: 9.23
setup_viol: 0
fmax_mhz: 58.2
grt_usage_pct: 21.9
hp-start: "B[0]"
report.final.hold_viol_count: 0
postRouteAntennaNets: 0
synth_cells: 1712
drv_slew: 0
status: "finished clean"
met3_usage_pct: 8.33
cp_common_cell: "fa_1"
grt_util_met2_pct: 32.8
antenna_found_initial: 0
post_cts_buffers: 0
synth_warnings: 0
core_area_sq_um: 38800
crit_chain: "clkdlybuf4s50_1, and2_1, fa_1, inv_1, fa_1, fa_1, fa_1, inv_1, fa_1, inv_1, fa_1, inv_1, fa_1, fa_1, ha_1, inv_1, o21ai_1, a21oi_1, nor4bb_1, nand4_1, a21oi_1, a21oi_1, xnor2_1, clkdlybuf4s50_1"
final_layout_top_logic_cell: "fa_1"
layout-drive-gt1-share_pct: 2.33
place_ws_ns: 5.67
dp_hpwl_um: 32200
cap_violations: 0
fill_cells: 3725
min_period_ns: 17.17
cp_top_family: "adder cells"
worst_slew_pin_slew_ns: 0.902
cts_hold_buf: 0
drt_first_pass_iters: 6
crit_path_start: "B[4]"
gp_congestion: 0.862
regArea_sq_um: 0
n_clock_buffer: 0
ff_count: 0
wl_per_cell_um: 17.1
io_pins: 96
synth.distinct_cells: 44
grtUsageMet1_pct: 33.4
hold_depth: 4
slowest_stage: "clkdlybuf4s50_1"
grt_max_degree: 33
yosysChipArea_sq_um: 15800
grt_pass1_vias: 11900
tool_warnings: 32
startpoint_type: "input pin"
hold_path_end: "OUT[0]"
finalCritPeriodShare_pct: 74.7
portBuffers: 96
top_usage_layer: "met1"
hp-class: "input pin to output port"
slew-limit-headroom_pct: 39.7
overflow: 0
fin_util_pct: 44.6
syn_area_sq_um: 15800
crit_path_max_fanout: 28
finalSetupTns_ns: 0
drc: 0
route.vias.total: 10900
ys_cells: 1712
fp_util_pct: 40.7
endpoint_kind: "output port"
die_area_sq_um: 40300
setup_ws_ns: 5.83
holdWs_ns: 10.43
drt_iter0_markers: 391
rsz0062_at_grt: "no"
grt_pass1_wl_um: 64900
critPathArrivalTime_ns: 12.57
cts_resized: 0
required_ns: 18.40
num_rows: 72
syn_to_final_growth_pct: 9.58
die-width_um: 201
path_class: "input pin to output port"
cell families after synthesis:
logic type      after synthesis  share of synthesized area [%]
simple gates                588                           20.4
buf+inv                     440                           10.5
compound gates               68                           2.95
fa+ha+maj                   531                           61.4
xor+xnor                     85                           4.71
worst min-delay path, cell delays in order:
cell and delay [ns]:
clkdlybuf4s50_1 0.39, buf_4 0.23, and2_1 0.20, clkdlybuf4s50_1 0.40
synthesized netlist by cell type, types with 2 or more instances:
library cell | number | area, sq um
xnor2_1 | 67 | 587
nand2b_1 | 3 | 18.8
nor3_1 | 4 | 20.0
and3_1 | 3 | 18.8
a31oi_1 | 2 | 12.5
a21o_1 | 9 | 67.6
xor2_1 | 18 | 158
a21oi_1 | 22 | 110
o21ai_1 | 2 | 10.0
a21o_2 | 2 | 17.5
nor2_1 | 16 | 60.1
clkbuf_1 | 79 | 297
nand2_1 | 178 | 668
fa_1 | 408 | 8170
inv_1 | 359 | 1350
and2_1 | 367 | 2300
nand3_1 | 3 | 15.0
nand4_1 | 2 | 12.5
a211oi_1 | 4 | 30.0
ha_1 | 123 | 1540
o21ai_0 | 13 | 65.1
nor2b_1 | 3 | 18.8
o21bai_1 | 4 | 30.0
stage by stage:
stage | instances | cell area (sq um)
detailed placement | 2274 | 17300
global route | 2274 | 17300
global placement | 2274 | 17300
finish | 2274 | 17300
floorplan | 1712 | 15800
CTS | 2274 | 17300
per-layer routing:
metal / wire length (um) / share of wire (%) / vias up
met1: 17000 / 44 / 5486
met5: 0 / 0 / -
met3: 3690 / 9.5 / 23
met4: 391 / 1.0 / 0
met2: 17900 / 46 / 334
li1: - / - / 5043
cell type report:
class | instances | area [sq um] | area share (%)
inverters | 359 | 1350 | 7.78
multi-input cells | 1272 | 14100 | 81.7
well taps | 518 | 648 | 3.74
repair buffers | 125 | 1180 | 6.81
worst max path at each step:
| stage | slack [ns] | depth (start not counted) | to |
|---|---|---|---|
| finish | 5.83 | 24 | OUT[31] |
| global route | 5.24 | 24 | OUT[31] |
| CTS | 5.69 | 24 | OUT[31] |
